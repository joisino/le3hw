==> design.v <==
module ledchoose( input logic clk,
                  input logic [7:0]  seg_cnt_a, seg_cnt_b, seg_cnt_c, seg_cnt_d, seg_cnt_e, seg_cnt_f, seg_cnt_g, seg_cnt_h,
                  input logic [7:0]  seg_out_a, seg_out_b, seg_out_c, seg_out_d,
                  input logic [7:0]  out_en,
                  output logic [7:0] seg_a, seg_b, seg_c, seg_d, seg_e, seg_f, seg_g, seg_h,
                  output logic [7:0] controll );
   always_ff @( posedge clk ) begin
      if( out_en == 0 ) begin
         controll <= 8'b0000_0001;
         seg_a <= seg_cnt_a;
         seg_b <= seg_cnt_b;
         seg_c <= seg_cnt_c;
         seg_d <= seg_cnt_d;
         seg_e <= seg_cnt_e;
         seg_f <= seg_cnt_f;
         seg_g <= seg_cnt_g;
         seg_h <= seg_cnt_h;
      end else begin
         seg_a <= seg_out_a;
         seg_b <= seg_out_b;
         seg_c <= seg_out_c;
         seg_d <= seg_out_d;
         seg_e <= 0;
         seg_f <= 0;
         seg_g <= 0;
         seg_h <= 0;
         controll <= 8'b0000_0100;
      end
   end
endmodule
==> run.sh <==
#!/bin/bash
# OpenROAD 26Q1-2900-gdf79404cd8, Yosys 0.63+post, stock flow scripts
make -C /OpenROAD-flow-scripts/flow DESIGN_CONFIG=/design/flow/config.mk WORK_HOME=/design/flow/orfs finish
==> config.mk <==
export PLATFORM = sky130hd
export DESIGN_NAME = ledchoose
export DESIGN_NICKNAME = ledchoose
export VERILOG_FILES = /design/flow/design.v
export SDC_FILE = /design/flow/constraint.sdc
export NUM_CORES = 4
export LEC_CHECK = 1
export CORE_UTILIZATION = 40
==> constraint.sdc <==
current_design ledchoose

set clk_period 5.5
set clk_io_pct 0.2

create_clock -name clk0 -period $clk_period [get_ports {clk}]

set non_clock_inputs [all_inputs -no_clocks]
set_input_delay [expr $clk_period * $clk_io_pct] -clock clk0 $non_clock_inputs
set_output_delay [expr $clk_period * $clk_io_pct] -clock clk0 [all_outputs]
==> Changelog: implementation <==
### Physical design

- Status: finished clean
- Worst path max stage delay: 0.48 ns
- Routed wire length: 5537 um
- Mapped cell area: 2167 um^2
- Fin crit period: 2.690 ns
- Final Max-Slew Violation Tally: 0
- Hold_ws: 1.325 ns
- CTS H-Tree Depth: 3
- Tool Warnings: 26
- Clock power frac: 46.3%
- Setup TNS: 0 ns
- GP Congestion: 0.8138
- Clk slew on worst S/H paths: 0.07 ns
- Static leakage power: 1.761 nW
- Worst min-delay path category: in2reg
- Die x size: 75.61 um
- Hold Fails Final Rpt: 0
- Logic pwr share: 10.5%
- PostCTS Resize Cnt: 0
- Maximum vdd drop: 0.0001797 V
- Worst Setup End Kind: flip-flop
- Synth unique cells: 13
- Reg power frac: 43.3%
- Pwr dens: 275.8 nW/um^2
- Post-DR vias/cell: 4.326
- Cells after Synth: 151
- Xor+xnor area frac: 0%
- CP Class: in2reg
- Setup ws final: 2.810 ns
- Drt first-iter violations: 35
- Die area: 5716 um^2
- Finished Cell Area: 4143 um^2
- Crit share post-route: 48.90%
- Initial antenna violation count: 0
- CTS Buf Count: 9
- Rel. slew slack: 61.40%
- Crit Path Max Fanout: 34
- Total number of yosys warnings: 1
- Critical Path Source: out_en[0]
- Avg WL per Cell: 13.88 um
- Via Count: 1726
- Die Y: 75.61 um
- Switching share of power: 17.86%
- Drc violations: 0
- Layout cell share with drive strength beyond 1: 17.02%
- Place WS: 2.460 ns
- WP data arrival: 2.91 ns
- Startpoint of the worst hold path: seg_cnt_g[2]
- CP cell instances: clkdlybuf4s50_1 -> nor4_4 -> and2_2 -> buf_4 -> mux2_2
- Max Fclk: 371.8 MHz
- YS chip area: 2167 um^2
- Mux frac, synth: 21.48%
- Largest net degree at the start of global routing: 35
- Yosys Instances: 151
- GR Util All Layers: 19.15%
- Adder Share, Synth: 0%
- I/O Pins: 177
- Post-synthesis register bit count: 66
- Diode count: 0
- DR pass1 iterations: 4
- Crit path required time: 5.72 ns
- Vias in the first global route: 1610
- Seq/Total Area, Yosys: 60.97%
- Setup Fix Bufs, Post-CTS: 0
- Post-DP HPWL: 3959 um
- P&R area growth vs syn: 91.17%
- Worst slew pin tran: 0.5791 ns
- Pint: 0.0009386 W
- Clk sinks: 66
- # rows: 26
- Syn_area_per_cell: 14.35 um^2
- Clock root buffer: clkbuf_8
- I/O Buffers: 170
- Max Cap Viol: 0
- Placed cell area: 3877 um^2
- Aoi share: 0%
- ANT nets after route: 0
- # setup viols final: 0
- And+or+nand+nor area frac: 10.80%
- CTS tree: yes
- Core area: 5172 um^2
- Crit path max-delay cell type: buf_4
- Switching power: 0.0002040 W
- Worst Setup Start Kind: primary input
- Global-route wire length before repair: 7872 um
- RSZ-0062 raised after global routing: no
- Grt ovf: 0
- Post-cts hold-fix buffer tally: 0
- Clock Tree Buf Depth: 2
- Comb area leader: multiplexers
- Initial Util: 41.90%
-- final cells by class --
cell class	instances	area, um^2
clock buffers	9	123.9
clock inverters	7	141.4
repair buffers	173	1724
fillers	334	1030
multi-input cells	73	740.7
well taps	70	87.58
flip-flops and latches	66	1321
inverters	1	3.754
-- registers in the layout, indices dropped and copies added, names as in the netlist --
signal	flops
seg_h	8
controll	2
seg_b	8
seg_f	8
seg_e	8
seg_c	8
seg_a	8
seg_g	8
seg_d	8
-- worst max-delay path: cells and delay by family --
kind | cells | cell delay (ns)
buffers and inverters | 2 | 0.94
multiplexers | 1 | 0.40
AND/OR/NAND/NOR | 2 | 0.46
-- worst paths after layout --
path	end	cells after the start
min	seg_g[2]$_SDFF_PP0_	2
max	seg_c[7]$_DFF_P_	5
-- synth_stat cells, drive strengths merged --
cell    number  area, um^2
conb         1       3.750
and3        32       202.7
clkbuf       6       22.52
dfxtp       66        1321
mux2        32       465.4
and2         1       6.260
buf         10       116.4
inv          1       3.750
nor4         2       25.02
-- stage by stage --
step                power (W)  instances  util, %
floorplan           0.0005250        156        -
global placement    0.0006235        383    74.96
detailed placement  0.0006249        383    74.96
CTS                  0.001153        399    80.09
global route         0.001188        399    80.09
finish               0.001143        399    80.09
-- layer usage --
layer / global-route usage [%] / share of wire [%]
met3: 8.579 / 12
met4: 6.379 / 3.2
met1: 24.50 / 38
met5: 0 / 0
met2: 29.56 / 47
-- power by group through the flow --
stage / registers, W / logic [W] / clock network [W]
after CTS: 0.000495 / 0.000121 / 0.000538
final: 0.000494 / 0.000120 / 0.000528
after global routing: 0.000496 / 0.000129 / 0.000564
-- cells by family after synthesis --
| family | count (synthesis) |
|---|---|
| buffers and inverters | 17 |
| other | 1 |
| multiplexers | 32 |
| flip-flops | 66 |
| AND/OR/NAND/NOR | 35 |
-- cell usage in the layout, fill, tap and decap left out, drive strengths merged, types with 2 or more instances in the layout --
master | Yosys | layout
dfxtp | 66 | 66
buf | 10 | 3
and3 | 32 | 32
bufinv | 0 | 4
conb | 1 | 6
nor4 | 2 | 2
clkinv | 0 | 2
clkbuf | 6 | 9
clkdlybuf4s50 | 0 | 170
mux2 | 32 | 32
Power is estimated from default activity; no workload was simulated.
