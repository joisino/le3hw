==> ./design.v <==
module mux8
  #(parameter width = 16)
   ( input logic [width-1:0] a, b, c, d, e, f, g, h,
     input logic [2:0] en,
     output logic [width-1:0] res );
   always_comb begin
      case(en)
        0: res <= a;
        1: res <= b;
        2: res <= c;
        3: res <= d;
        4: res <= e;
        5: res <= f;
        6: res <= g;
        7: res <= h;
      endcase  
   end
endmodule
==> ./run.sh <==
#!/bin/bash
# OpenROAD 26Q1-2900-gdf79404cd8, Yosys 0.63+post, stock flow scripts
make -C /OpenROAD-flow-scripts/flow DESIGN_CONFIG=/design/flow/config.mk WORK_HOME=/design/flow/orfs finish
==> ./config.mk <==
export PLATFORM = sky130hd
export DESIGN_NAME = mux8
export DESIGN_NICKNAME = mux8
export VERILOG_FILES = /design/flow/design.v
export SDC_FILE = /design/flow/constraint.sdc
export NUM_CORES = 4
export LEC_CHECK = 1
export CORE_AREA = 10 10 72 72
export DIE_AREA = 0 0 82 82
==> ./constraint.sdc <==
current_design mux8

set clk_period 2.7
set clk_io_pct 0.2

create_clock -name clk0 -period $clk_period

set non_clock_inputs [all_inputs -no_clocks]
set_input_delay [expr $clk_period * $clk_io_pct] -clock clk0 $non_clock_inputs
set_output_delay [expr $clk_period * $clk_io_pct] -clock clk0 [all_outputs]
==> metrics.txt <==
# HELP chip_impl_metric Yosys and OpenROAD flow results
# TYPE chip_impl_metric gauge
chip_impl_metric{name="finalHoldViolations",unit=""} 0
chip_impl_metric{name="antenna_cells",unit=""} 0
chip_impl_info{name="area_leaders",value="sky130_fd_sc_hd__a22oi_1 15%, sky130_fd_sc_hd__mux2i_1 13%, sky130_fd_sc_hd__nand2b_1 8.4%"} 1
chip_impl_metric{name="antenna_found_initial",unit=""} 0
chip_impl_metric{name="syn-instance-count",unit=""} 177
chip_impl_metric{name="synth_simple_gate_area_share",unit="%"} 32.88
chip_impl_metric{name="post-route-util",unit="%"} 74.32
chip_impl_metric{name="grt_util_met2",unit="%"} 30.41
chip_impl_info{name="synthDominantAreaCellType",value="sky130_fd_sc_hd__a22oi_1"} 1
chip_impl_info{name="critical_path_class",value="in -> out"} 1
chip_impl_info{name="yosys.cell_count.top_type",value="sky130_fd_sc_hd__a22oi_1"} 1
chip_impl_info{name="hold_wc_startpoint",value="en[0]"} 1
chip_impl_metric{name="core.rowCount",unit=""} 22
chip_impl_metric{name="finalCritPeriodShare",unit="%"} 95.78
chip_impl_metric{name="yosys_synthesis_chip_area",unit="um2"} 1115
chip_impl_metric{name="fp_util",unit="%"} 30.22
chip_impl_metric{name="synthDominantCellAreaShare",unit="%"} 15.49
chip_impl_info{name="timing.critical_path.to_type",value="output pin"} 1
chip_impl_metric{name="firstDrtPassIters",unit=""} 4
chip_impl_metric{name="io_buffer_count",unit=""} 147
chip_impl_info{name="critical-path-top-delay-family",value="buffers and inverters"} 1
chip_impl_metric{name="synth_warnings",unit=""} 1
chip_impl_info{name="cpMaxStageDelayCell",value="sky130_fd_sc_hd__or3_1"} 1
chip_impl_metric{name="power.switching",unit="mW"} 0.1201
chip_impl_metric{name="overall_routed_net_length",unit="um"} 6356
chip_impl_metric{name="power.density",unit="nW/um2"} 152.7
chip_impl_metric{name="clock_buffer_count",unit=""} 0
chip_impl_metric{name="detail_route.iter0.violations",unit=""} 62
chip_impl_metric{name="dpl.hpwl",unit="um"} 5562
chip_impl_metric{name="critical_path.n_buffers_inverters",unit=""} 3
chip_impl_info{name="crit_chain",value="dlygate4sd2_1 > or3_1 > buf_4 > nor2_1 > a31oi_1 > clkdlybuf4s50_1"} 1
chip_impl_metric{name="grt_start_max_net_pins",unit=""} 19
chip_impl_metric{name="grt_usage",unit="%"} 17.46
chip_impl_metric{name="crit_fanout",unit=""} 10
chip_impl_metric{name="leakage_dissipation",unit="nW"} 1.075
chip_impl_metric{name="final_layout_size_suffix_gt1_share",unit="%"} 9.726
chip_impl_metric{name="yosys.area_share.adder",unit="%"} 0
chip_impl_metric{name="wire_length_of_the_first_global_routing_pass",unit="um"} 9315
chip_impl_metric{name="post_cts.resized_instances",unit=""} 3
chip_impl_metric{name="io-pin-count",unit=""} 147
chip_impl_metric{name="worst_ep_arrival_time",unit="ns"} 2.05
chip_impl_metric{name="fin_worst_hold_slack",unit="ns"} 1.904
chip_impl_metric{name="power.ir.vdd_worst",unit="V"} 0.0001035
chip_impl_info{name="rsz0062_at_grt",value="no"} 1
chip_impl_metric{name="comb_power_share",unit="%"} 100.0
chip_impl_metric{name="internal-power",unit="mW"} 0.2985
chip_impl_metric{name="max_cap_viol_count",unit=""} 0
chip_impl_metric{name="final-max-slew-violation-count",unit=""} 0
chip_impl_metric{name="setup_viol",unit=""} 0
chip_impl_metric{name="numSequentialCells",unit=""} 0
chip_impl_info{name="outcome",value="finished clean"} 1
chip_impl_metric{name="register_area",unit="um2"} 0
chip_impl_metric{name="cp_slowest_stage_delay",unit="ns"} 0.43
chip_impl_metric{name="floorplan.die_area",unit="um2"} 6724
chip_impl_metric{name="grt.overflow.total",unit=""} 0
chip_impl_metric{name="cp.required",unit="ns"} 2.16
chip_impl_metric{name="cts_hold_buffers",unit=""} 0
chip_impl_info{name="timing.hold.worst_endpoint",value="res[5]"} 1
chip_impl_metric{name="synth.cellmix.compoundShare",unit="%"} 39.51
chip_impl_metric{name="setup_total_negative_slack",unit="ns"} 0
chip_impl_metric{name="fp.coreArea",unit="um2"} 3689
chip_impl_metric{name="fp.dieH",unit="um"} 82
chip_impl_metric{name="cts.repair_timing.setup_buffer_count",unit=""} 0
chip_impl_metric{name="global_route.usage.met3",unit="%"} 6.167
chip_impl_metric{name="vias",unit=""} 1838
chip_impl_info{name="top_usage_layer",value="met2"} 1
chip_impl_info{name="yosys-dominant-comb-family",value="AND-OR/OR-AND gates"} 1
chip_impl_metric{name="max_slew.worst_pin.slew",unit="ns"} 0.2380
chip_impl_metric{name="synth_xor_xnor_area_share",unit="%"} 0
chip_impl_metric{name="max_freq",unit="GHz"} 0.3867
chip_impl_metric{name="route.antenna.remaining_nets",unit=""} 0
chip_impl_metric{name="syn_avg_cell_area",unit="um2"} 6.298
chip_impl_metric{name="hold-path-cell-count",unit=""} 5
chip_impl_metric{name="synth.lib_cells_used.distinct",unit=""} 27
chip_impl_info{name="leading_post_synthesis_cells_by_instance_count",value="23 x sky130_fd_sc_hd__a22oi_1, 20 x sky130_fd_sc_hd__nor2_1, 15 x sky130_fd_sc_hd__mux2i_1, 15 x sky130_fd_sc_hd__nand2_1, 15 x sky130_fd_sc_hd__nand2b_1"} 1
chip_impl_metric{name="syn-cell-area",unit="um2"} 1115
chip_impl_metric{name="routabilityCongestion",unit=""} 0.8410
chip_impl_metric{name="route.detailed.wl_per_inst",unit="um"} 16.86
chip_impl_info{name="start_kind",value="input pin"} 1
chip_impl_metric{name="pwr-share-clk",unit="%"} 0
chip_impl_metric{name="sequential_cell_area_fraction_in_the_yosys_report",unit="%"} 0
chip_impl_metric{name="seq_power_share",unit="%"} 0
chip_impl_metric{name="grtUsageMet1",unit="%"} 21.43
chip_impl_metric{name="period_needed",unit="ns"} 2.586
chip_impl_metric{name="syn_to_final_growth",unit="%"} 145.9
chip_impl_metric{name="detail_route.drc_violations",unit=""} 0
chip_impl_metric{name="timing.max_slew.rel_slack",unit="%"} 84.13
chip_impl_metric{name="chipWidth",unit="um"} 82
chip_impl_metric{name="synth.yosys.num_cells",unit=""} 177
chip_impl_metric{name="synth.area.mux_share",unit="%"} 14.48
chip_impl_metric{name="route.detailed.vias_per_inst",unit=""} 4.875
chip_impl_info{name="holdCritPathClass",value="in -> out"} 1
chip_impl_metric{name="first_global_vias",unit=""} 1858
chip_impl_metric{name="warnings",unit=""} 33
chip_impl_metric{name="switching_share_of_total_power",unit="%"} 28.68
[power by group through the flow]
stage / Combinational, mW / Sequential (mW) / Clock (mW)
after CTS: 0.420 / 0 / 0
after global routing: 0.454 / 0 / 0
final: 0.419 / 0 / 0
[layer usage]
metal | wire length (um) | vias to the layer above
li1 | - | 962
met4 | 0 | 0
met3 | 738 | 0
met5 | 0 | -
met2 | 2948 | 88
met1 | 2669 | 788
[layout make-up]
type	instances	area, um2
Tap cell	48	60.06
Multi-Input combinational cell	156	980.9
Inverter	3	11.26
Fill cell	314	947.2
Timing Repair Buffer	170	1689
[per-stage QoR]
step	cell area, um2	setup slack [ns]	instances	power (mW)
floorplan	1115	0.7907	177	0.1295
global placement	2729	-0.1962	377	0.4166
detailed placement	2729	-0.2274	377	0.4189
CTS	2730	0.005077	377	0.4204
global route	2741	0.01846	377	0.4539
finish	2741	0.1138	377	0.4186
[cell usage in the layout, fill, tap and decap left out, types with 3 or more instances in the layout]
cell,instances
sky130_fd_sc_hd__a21oi_1,12
sky130_fd_sc_hd__a22o_1,4
sky130_fd_sc_hd__a22oi_1,23
sky130_fd_sc_hd__a31oi_1,12
sky130_fd_sc_hd__buf_12,4
sky130_fd_sc_hd__buf_4,18
sky130_fd_sc_hd__clkdlybuf4s50_1,144
sky130_fd_sc_hd__inv_1,3
sky130_fd_sc_hd__mux2i_1,15
sky130_fd_sc_hd__nand2_1,15
sky130_fd_sc_hd__nand2b_1,15
sky130_fd_sc_hd__nand3_1,11
sky130_fd_sc_hd__nor2_1,20
sky130_fd_sc_hd__o21ai_0,13
[cell families after synthesis]
group | Yosys count
AND-OR/OR-AND | 68
buffers and inverters | 21
AND/OR/NAND/NOR | 72
multiplexers | 16
[how the worst max path moves through the flow]
stage | cells past startpoint | to | slack [ns] | startpoint
global route | 6 | res[14] | 0.02 | b[14]
CTS | 7 | res[14] | 0.005 | en[0]
finish | 6 | res[0] | 0.11 | en[2]
No activity file was given, so power comes from the tool's default toggle rates.
