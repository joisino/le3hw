File: flow/constraint.sdc
current_design ALU

set clk_period 16.6
set clk_io_pct 0.2

create_clock -name clk0 -period $clk_period

set non_clock_inputs [all_inputs -no_clocks]
set_input_delay [expr $clk_period * $clk_io_pct] -clock clk0 $non_clock_inputs
set_output_delay [expr $clk_period * $clk_io_pct] -clock clk0 [all_outputs]
File: flow/run.sh
#!/bin/bash
# OpenROAD 26Q1-2900-gdf79404cd8, Yosys 0.63+post, stock flow scripts
make -C /OpenROAD-flow-scripts/flow DESIGN_CONFIG=/design/flow/config.mk WORK_HOME=/design/flow/orfs finish
File: flow/config.mk
export PLATFORM = sky130hd
export DESIGN_NAME = ALU
export DESIGN_NICKNAME = ALU
export VERILOG_FILES = /design/flow/design.v
export SDC_FILE = /design/flow/constraint.sdc
export NUM_CORES = 4
export LEC_CHECK = 1
export CORE_UTILIZATION = 40
File: flow/design.v
module ALU( input logic [3:0] op,
            input logic [15:0] a, b,
            output logic [15:0] res,
            output logic S, Z, C, V );
   always_comb begin
      C <= 0;
      res <= 0;
      case( op )
        0:
          { C, res } <= a + b;
        1, 5:
          { C, res } <= a - b;
        2:
          res <= a & b;
        3:
          res <= a | b;
        4:
          res <= a ^ b;
        6:
          res <= a + b;
        8:
          { C, res } <= a << b;
        9:
          res <= { a, a } >> (16-b[3:0]);
        10:
           { res, C } <= { a , 1'b0 } >> b;
        11:
           { res, C } <= { a , 1'b0 } >>> b;
        12:
          res <= a + b;
        default:
          res <= a + b;
      endcase  
   end
   always_comb begin
      S <= res[15];
      Z <= ( res == 0 );
      case( op )
        0:
          V <= ( a[15] == b[15] ) & ( a[15] != res[15] );
        1, 5:
          V <= ( a[15] != b[15] ) & ( a[15] != res[15] );
        default:
          V <= 0;
      endcase
   end
endmodule      
==> flow report <==
================================================================================
Number of hold-slack violations in the final timing report ........            0
Top post-synthesis cells by count ................................. sky130_fd_sc_hd__nor2_1, sky130_fd_sc_hd__nand2_1, sky130_fd_sc_hd__a21oi_1
Leakage ...........................................................     2.777 nW
Most area-hungry cell type in the Yosys netlist ................... sky130_fd_sc_hd__mux4_2
Diode count .......................................................            0
Initial cell density of the core ..................................       40.73%
Arrival @ worst endpoint ..........................................      8.56 ns
Worst setup path startpoint .......................................        op[2]
Final WS setup ....................................................     4.719 ns
Number of global-route vias before repair .........................        8,016
Drt first pass iters ..............................................            6
Fraction of final layout cells with drive strength greater than 1 .       10.58%
CP most frequent cell ............................................. sky130_fd_sc_hd__clkdlybuf4s50_1
Die height ........................................................     134.5 um
Launch point of the worst hold path ...............................         b[0]
Count of instantiated cells in the yosys netlist ..................        1,023
FP Rows ...........................................................           48
Horiz. Die Dim ....................................................     134.5 um
Hold Crit Depth ...................................................            6
Area taken by flip-flops and latches ..............................       0 um^2
Number of antenna violations at the first check in global routing .            0
Setup crit start kind .............................................   input port
Global-route congestion overflow total ............................            0
Maximum clock frequency ...........................................    84.17 MHz
Number of vias per cell ...........................................        7.071
Crit share post-route .............................................       71.57%
Pre-CTS setup slack ...............................................     5.037 ns
Antenna-violating nets left .......................................            0
Per-instance average area after synthesis .........................   6.863 um^2
Total Routing Usage GR ............................................       39.89%
Io pins ...........................................................           56
Pint ..............................................................  0.0001010 W
Number of cells produced by synthesis .............................        1,023
Worst hold path class .............................................       in2out
Biggest cell delay along the critical path ........................      0.94 ns
RSZ-0062 raised after global routing ..............................           no
Slew Limit Fails ..................................................            0
Hold endpoint .....................................................       res[2]
Slew of the pin with the lowest slew margin .......................    0.8967 ns
Total placed cells including tap cells ............................        1,227
Proportion of total power due to net switching ....................       61.18%
Vias ..............................................................        8,676
Overall routed net length .........................................     34.96 mm
Wire length of the first global-routing pass ......................     52.42 mm
Maximum number of pins on one net before global-route repair ......           57
Critical path endpoint category ...................................   output pin
Worst-path cell with the longest stage delay ...................... sky130_fd_sc_hd__clkdlybuf4s50_1
Seq pwr share .....................................................           0%
CTS Hold Buffers Added ............................................            0
Die Footprint ..................................................... 0.01808 mm^2
Fillers ...........................................................        1,784
Final Non-Filler Cells ............................................        1,227
Clock buffers .....................................................            0
Power density over the cells ...................................... 34.35 mW/mm^2
Tot Pwr ...........................................................  0.0002601 W
Post-Synthesis Cell Area .......................................... 0.007020 mm^2
Outcome ........................................................... complete, no violations
Core outline area ................................................. 0.01724 mm^2
Count of port buffers added during placement ......................           56
Placed wire-length estimate after detailed placement ..............     26.44 mm
Top-area cell type share of the netlist area ......................       9.303%
CP Max Fanout .....................................................           50
Sum of negative setup slack .......................................         0 ns
Setup-violating endpoint count in the final report ................            0
Maximum capacitance violations ....................................            0
Proportion of power drawn by combinational gates ..................       100.0%
Flop Count ........................................................            0
Most common cell in the netlist ................................... sky130_fd_sc_hd__nor2_1
Critical path data required time ..................................     13.28 ns
Crit path kind ....................................................       in2out
Proportion of synthesized chip area in sequential cells ...........           0%
Number of OpenROAD warnings .......................................           64
Reported net switching power ......................................  0.0001591 W
Wire length per cell ..............................................     28.49 um
DRC violation count after routing .................................            0
Number of setup buffers added after CTS ...........................            0
DRC marker count from the first detailed-route iteration ..........        1,033
Max-slew headroom .................................................       39.67%
CP cell instances ................................................. clkdlybuf4s50_1, nand4bb_2, buf_4, or3_1, nand2_1, a31oi_1, a21oi_1, nor4_1, o221ai_1, nor3_1, nand4_1, nor4b_2, clkdlybuf4s50_1
Final Wtd Congestion ..............................................        1.031
Number of unique standard cell types used by synthesis ............           94
Worst ir drop on vdd ..............................................   0.01564 mV
Final min period ..................................................     11.88 ns
Yosys Warn Count ..................................................            1
Area delta synth->final ...........................................       7.860%
Number of instances resized during post-cts repair ................            0
Clock network fraction of total power .............................           0%
Top area cell types ............................................... sky130_fd_sc_hd__mux4_2, sky130_fd_sc_hd__ha_1, sky130_fd_sc_hd__a21oi_1, sky130_fd_sc_hd__nor2_1, sky130_fd_sc_hd__nand2_1
Chip area estimate from yosys synthesis ........................... 0.007020 mm^2
================================================================================
==> critical path: cells and delay by family <==
family / cells / cell delay, ns
AOI/OAI and AO/OA: 3 / 0.83
buffers and inverters: 3 / 1.92
and+or+nand+nor: 7 / 2.48
==> power by group through the flow <==
stage	Clock, W	Sequential (W)	Combinational (W)
6_report	0	0	0.000260
4_1_cts	0	0	0.000253
5_1_grt	0	0	0.000276
==> cell type report <==
| cell class | count | area [um^2] | area share (%) |
|---|---|---|---|
| Inverter | 47 | 176.4 | 2.330 |
| Timing Repair Buffer | 88 | 788.3 | 10.41 |
| Multi-Input combinational cell | 867 | 6326 | 83.54 |
| Tap cell | 225 | 281.5 | 3.718 |
==> cell usage in the layout, fill, tap and decap left out, drive strengths merged, types with 16 or more instances in the layout <==
cell type      instances
nor2                  95
nand2                 89
a21oi                 71
o21ai                 63
clkdlybuf4s50         53
ha                    49
inv                   46
buf                   35
nand3                 32
mux2i                 31
mux4                  29
nor3                  29
nand4                 26
a31oi                 25
o211ai                23
a211oi                23
and3                  16
==> how the worst max path moves through the flow <==
stage | endpoint | slack [ns] | cells past startpoint
after CTS | Z | 5.03 | 13
after global routing | Z | 4.48 | 13
final | Z | 4.72 | 13
==> metrics by stage <==
step / hold slack, ns / utilization [%] / cell area (um^2)
global route: 7.973 / 43.93 / 7572
floorplan: 6.824 / - / 7020
finish: 7.934 / 43.93 / 7572
detailed placement: 7.901 / 43.93 / 7572
CTS: 7.900 / 43.93 / 7572
global placement: 7.907 / 43.93 / 7572
==> metal layers <==
metal | GRT usage [%] | part of all wire, % | up-vias
li1 | - | - | 3915
met2 | 62.06 | 45 | 526
met3 | 6.858 | 9.2 | 77
met4 | 12.17 | 3.7 | 0
met1 | 57.01 | 42 | 4158
met5 | 0 | 0 | -
==> cell families after synthesis <==
group                      synth area share, %
buffers and inverters                    10.07
and+or+nand+nor                          27.61
muxes                                    16.45
xor gates and xnor gates                0.7485
AOI/OAI and AO/OA                        35.82
adders and majority gates                9.303
No activity file was given, so power comes from the tool's default toggle rates.
